==> flow/design.v <==
module duplicate_duth
#(
    parameter int DW    = 16,   
    parameter int DEPTH = 4     
)
(
    input  logic            clk,
    input  logic            rst,
    input  logic[DW-1:0]    write_data,  
    input  logic            push,        
    output logic            full,        
    output logic[DW-1:0]    read_data,   
    output logic            empty,       
    input  logic            pop          
);
    logic[DEPTH-1:0][DW-1:0]    mem;
    logic[DEPTH-1:0]            tail;
    logic[DEPTH-1:0]            head;
    logic[DEPTH:0]              status_cnt;
    logic counter_for_head;
    assign empty = status_cnt[0];        
    assign full  = status_cnt[DEPTH];    
    always_ff @ (posedge clk, posedge rst) begin: ff_tail
        if (rst) begin
            tail <= 0;
        end else begin
            if (push && (pop || !full)) begin
                tail <= tail + 1;
                if (tail == DEPTH-1)
                    tail <= 0;
            end
        end
    end
    always_ff @ (posedge clk, posedge rst) begin: ff_head
        if (rst) begin
            head <= 0;
            counter_for_head <= 0;
        end else begin
            if (pop && !empty) begin
                counter_for_head <= counter_for_head + 1;
                if (counter_for_head == 2) begin
                    counter_for_head <= 0;
                    head <= head + 1;
                    if (head == DEPTH-1)
                        head <= 0;
                end
            end
        end
    end
    always_ff @ (posedge clk, posedge rst) begin: ff_status_cnt
        if (rst) begin
            status_cnt <= 1;   
        end else begin
            if (push & ~pop & ~full) begin
                status_cnt <= { status_cnt[DEPTH-1:0], 1'b0 };
            end else if (~push & pop & ~empty) begin
                status_cnt <= { 1'b0, status_cnt[DEPTH:1] };
            end
        end
    end
    always_ff @ (posedge clk) begin: ff_reg_dec
        if (push && (pop || !full)) begin
            mem[tail] <= write_data;
        end
    end
    assign read_data = mem[head];  
endmodule
==> flow/run.sh <==
#!/bin/bash
# OpenROAD 26Q1-2900-gdf79404cd8, Yosys 0.63+post, stock flow scripts
make -C /OpenROAD-flow-scripts/flow DESIGN_CONFIG=/design/flow/config.mk WORK_HOME=/design/flow/orfs finish
==> flow/config.mk <==
export PLATFORM = sky130hd
export DESIGN_NAME = duplicate_duth
export DESIGN_NICKNAME = duplicate_duth
export VERILOG_FILES = /design/flow/design.v
export SDC_FILE = /design/flow/constraint.sdc
export NUM_CORES = 4
export LEC_CHECK = 1
export CORE_AREA = 10 10 85 85
export DIE_AREA = 0 0 95 95
export SYNTH_HDL_FRONTEND = slang
==> flow/constraint.sdc <==
current_design duplicate_duth

set clk_period 3.1
set clk_io_pct 0.2

create_clock -name clk0 -period $clk_period [get_ports {clk}]

set non_clock_inputs [all_inputs -no_clocks]
set_input_delay [expr $clk_period * $clk_io_pct] -clock clk0 $non_clock_inputs
set_output_delay [expr $clk_period * $clk_io_pct] -clock clk0 [all_outputs]
==> metrics.csv <==
stage,metric,value,unit
timing,finClkSkew,0.00237,ns
route,drt_iter0_drc,15,
floorplanning,core-area,5470,µm²
power_and_ir_drop,leakage,0.552,nW
placement,gp_congestion,0.832,
floorplanning,core_util_floorplan,18.5,%
cts,cts_setup_buffers,0,
cts,cts_tree,built,
hold_path,hp-class,reg2reg,
worst_setup_path,reg2reg_from,status_cnt[4]$_DFFE_PP0P_,
global_routing,grt_max_degree,17,
global_routing,grt_pass1_vias,714,
timing,slew_viol_final,0,
timing,fmaxAchievable,473,MHz
synth,synthCells,69,
power_and_ir_drop,p_per_area,624,nW/µm²
cts,cts_buffers,3,
route,ant_nets,0,
synth,synth_flops,25,
placement,place_ws,0.704,ns
synth,yosys_area,1010,µm²
placement,dp_cells,177,
cts,clkTransAtPathRegs,0.08,ns
power_and_ir_drop,combPwrFrac,26.1,%
power_and_ir_drop,p_switching,0.000254,W
synth,yosys_warnings,0,
power_and_ir_drop,switching_share,27.0,%
job,warning_count,26,
timing,maxSlewHeadroom,69.2,%
cts,clock_sinks,25,
hold_path,hold_path_depth,1,
synth,synth-cells-yosys,69,
cts,insertion_delay,0.26,ns
hold_path,min_from,tail[3]$_DFFE_PP0P_,
power_and_ir_drop,internal_power,0.000684,W
worst_setup_path,worst_path_largest_cell_delay,0.75,ns
timing,final_hold_viol_count,0,
worst_setup_path,path_class,in2reg,
final_layout,area_delta_synth_final,48.6,%
power_and_ir_drop,vdd_drop_max,0.300,mV
synth,async_reset_ff_share,36.0,%
synth,largest_area_cell,edfxtp_1,
worst_setup_path,r2r_end,mem[3]$_DFFE_PP_,
power_and_ir_drop,sequentialPowerShare,54.1,%
floorplanning,fp.dieW,95,µm
floorplanning,rows,27,
worst_setup_path,cp_max_fo,16,
timing,tightest_slew,0.460,ns
cts,cts_hold_buffers,0,
route,dr.pass1.iters,4,
timing,timing.setup.tns,0,ns
worst_setup_path,path_buffers,3,
floorplanning,io_pins,38,
route,viasPerCell,3.73,
synth,syn_avg_cell_area,14.7,µm²
floorplanning,chip_area,9030,µm²
timing,fin_ws,0.985,ns
worst_setup_path,regToRegSetupSlack,1.64,ns
final_layout,final_layout_size_suffix_gt1_share,11.0,%
worst_setup_path,cp_slowest_cell,clkdlybuf4s50_1,
cts,root_buffer,clkbuf_8,
synth,yosysSeqAreaShare,69.9,%
placement,io_buffers,37,
floorplanning,die_h,95,µm
cts,cts_resized,0,
global_routing,antenna_found_initial,0,
worst_setup_path,required,3.06,ns
route,wire_per_inst,12.1,µm
placement,dp_hpwl,1770,µm
cts,clockBufferDepth,2,
route,dr_total_vias,676,
timing,finalSetupViolations,0,
job,max_cap_viol_count,0,
worst_setup_path,critical_path.top_delay_family,buffers and inverters,
worst_setup_path,rr_worst_depth,3,
synth,syn-cell-area,1010,µm²
timing,min_period,2.12,ns
route,drc,0,
final_layout,final_cells,181,
cts,h-tree-depth,1,
global_routing,grt_pass1_wl,3460,µm
route,wirelength,2190,µm
timing,timing.final.crit_share,68.2,%
power_and_ir_drop,p_clk_share,19.8,%
global_routing,grt_overflow,0,
final_layout,fillCellCount,554,
worst_setup_path,crit_chain,"clkdlybuf4s50_1, inv_4, a21oi_1, and3_1, buf_4",
synth,area_leaders,"edfxtp_1 (48%), dfrtp_1 (20%), dfstp_2 (2.6%)",
timing,rsz0062_at_grt,no,
worst_setup_path,endpoint_kind,flip-flop,
synth,yosys-top-cells-count,"edfxtp_1 (16), dfrtp_1 (8), a21oi_1 (5), o21ai_0 (5), inv_1 (4)",
worst_setup_path,critPathLaunchType,input pin,
synth,synth_top_area_share,47.5,%
synth,top_cell,edfxtp_1,
hold_path,min_to,tail[3]$_DFFE_PP0P_,
route,num_antenna_cells,0,
synth,edf_count,16,
global_routing,track_usage,4.80,%
status,status,"finished, final reports clean",
worst_setup_path,cp_data_arrival_time,2.08,ns
power_and_ir_drop,power,0.000938,W
synth,ys.flop_type,edfxtp_1,
synth,synth_cell_types,29,
==> through the flow <==
| step | area, µm² | utilization [%] | hold slack, ns |
|---|---|---|---|
| 2_1_floorplan | 1010 | - | 0.447 |
| 3_3_place_gp | 1460 | 26.6 | 0.486 |
| 3_5_place_dp | 1460 | 26.6 | 0.488 |
| 4_1_cts | 1500 | 27.5 | 0.502 |
| 5_1_grt | 1500 | 27.5 | 0.536 |
| 6_report | 1500 | 27.5 | 0.498 |
==> cells in the final DEF (no fill, tap or decap), types with 2 or more instances in the layout <==
master	synthesis	final
nand3_1	2	2
nor2_1	3	3
o21ai_0	5	5
clkbuf_8	0	3
edfxtp_1	16	16
dfrtp_1	8	8
o211ai_1	2	2
ha_1	2	2
clkdlybuf4s50_1	0	37
and3_1	2	2
a21oi_1	5	5
inv_1	4	4
==> power by group through the flow <==
stage / Clock [W] / Combinational (W) / Sequential [W]
after CTS: 0.000198 / 0.000250 / 0.000507
after global routing: 0.000215 / 0.000277 / 0.000519
final: 0.000186 / 0.000244 / 0.000507
==> how the worst max path moves through the flow <==
stage | to | slack [ns] | depth (start not counted) | startpoint
CTS | mem[12]$_DFFE_PP_ | 0.99 | 5 | push
global route | mem[0]$_DFFE_PP_ | 0.87 | 5 | push
finish | mem[3]$_DFFE_PP_ | 0.98 | 5 | push
==> state kept, by name, indices dropped and copies added (netlist names) <==
register / count
mem: 16
status_cnt: 5
tail: 4
==> cells by family (layout without fill, tap and decap cells) <==
group | after synthesis | after routing | synth area share, %
buffers and inverters | 8 | 48 | 4.70
DFF | 25 | 25 | 69.9
xor gates and xnor gates | 1 | 1 | 0.866
and+or+nand+nor | 13 | 13 | 8.42
adders and majority gates | 2 | 2 | 2.47
muxes | 2 | 2 | 2.47
AOI/OAI and AO/OA | 18 | 18 | 11.1
==> area by class of cell <==
class	instances	area, µm²	area share (%)
clock buffers	3	41.3	2.75
clock inverters	1	5.00	0.333
well taps	72	90.1	6.00
multi-input cells	36	256	17.1
inverters	6	25.0	1.67
repair buffers	38	378	25.1
flip-flops and latches	25	707	47.0
==> routing by layer <==
| layer | share of wire, % | GRT usage (%) |
|---|---|---|
| met5 | 0 | 0 |
| met3 | 5.2 | 1.44 |
| met4 | 0.41 | 0.748 |
| met1 | 41 | 5.71 |
| met2 | 54 | 8.52 |
Power is estimated from default activity; no workload was simulated.
