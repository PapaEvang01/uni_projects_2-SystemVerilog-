--- config.mk ---
export PLATFORM = sky130hd
export DESIGN_NAME = trojan
export DESIGN_NICKNAME = trojan
export VERILOG_FILES = /design/flow/design.v
export SDC_FILE = /design/flow/constraint.sdc
export NUM_CORES = 4
export LEC_CHECK = 1
export CORE_UTILIZATION = 50
export SYNTH_HDL_FRONTEND = slang
--- constraint.sdc ---
current_design trojan

set clk_period 3.6
set clk_io_pct 0.2

create_clock -name clk0 -period $clk_period [get_ports {clk}]

set non_clock_inputs [all_inputs -no_clocks]
set_input_delay [expr $clk_period * $clk_io_pct] -clock clk0 $non_clock_inputs
set_output_delay [expr $clk_period * $clk_io_pct] -clock clk0 [all_outputs]
--- design.v ---
module left_register
#(
  parameter int DW_left    = 16,
  parameter int DEPTH_left = 4
)
(
  input  logic                  clk,
  input  logic                  rst,
  input  logic [DW_left-1:0]    din_i,
  input  logic                  valid_i,
  output logic                  ready_o,
  output logic [DW_left-1:0]    data_left,
  output logic                  vld_left,
  input  logic                  rdy_left
);
logic [DW_left-1:0] mem_left [0:DEPTH_left-1];
logic [$clog2(DEPTH_left)-1:0] head_left, tail_left;
logic [DEPTH_left:0] status_cnt_left;
wire empty_left = (status_cnt_left == 0);
wire full_left  = (status_cnt_left == DEPTH_left);
assign vld_left  = ~empty_left;    
assign ready_o   = ~full_left;     
always_ff @(posedge clk or posedge rst) begin
  if (rst) begin
    tail_left <= 0;
  end else if (valid_i && ~full_left) begin
    mem_left[tail_left] <= din_i;
    tail_left <= (tail_left == DEPTH_left - 1) ? 0 : tail_left + 1;
  end
end
always_ff @(posedge clk or posedge rst) begin
  if (rst) begin
    head_left <= 0;
  end else if (vld_left && rdy_left) begin
    head_left <= (head_left == DEPTH_left - 1) ? 0 : head_left + 1;
  end
end
assign data_left = mem_left[head_left];   
always_ff @(posedge clk or posedge rst) begin
  if (rst) begin
    status_cnt_left <= 0;
  end else begin
    case ({valid_i && ~full_left, vld_left && rdy_left})
      2'b10: status_cnt_left <= status_cnt_left + 1;  
      2'b01: status_cnt_left <= status_cnt_left - 1;  
      default: status_cnt_left <= status_cnt_left;    
    endcase
  end
end
endmodule
module right_register
#(
  parameter int DW_right    = 16,
  parameter int DEPTH_right = 4
)
(
  input  logic                  clk,
  input  logic                  rst,
  input  logic [DW_right-1:0]   data_right,
  input  logic                  vld_right,
  output logic                  rdy_right,
  output logic [DW_right-1:0]   dout_o,
  output logic                  valid_o,
  input  logic                  ready_i
);
logic [DW_right-1:0] mem_right [0:DEPTH_right-1];
logic [$clog2(DEPTH_right)-1:0] head_right, tail_right;
logic [DEPTH_right:0] status_cnt_right;
wire empty_right = (status_cnt_right == 0);
wire full_right  = (status_cnt_right == DEPTH_right);
assign valid_o   = ~empty_right;
assign rdy_right = ~full_right;
always_ff @(posedge clk) begin
  if (rst) begin
    tail_right <= 0;
  end else if (vld_right && ~full_right) begin
    mem_right[tail_right] <= data_right;
    tail_right <= (tail_right == DEPTH_right-1) ? 0 : tail_right + 1;
  end
end
always_ff @(posedge clk) begin
  if (rst) begin
    head_right <= 0;
  end else if (valid_o && ready_i) begin
    head_right <= (head_right == DEPTH_right-1) ? 0 : head_right + 1;
  end
end
assign dout_o = mem_right[head_right];
always_ff @(posedge clk or posedge rst) begin
  if (rst) begin
    status_cnt_right <= 0;
  end else begin
    case ({vld_right && ~full_right, valid_o && ready_i})
      2'b10: status_cnt_right <= status_cnt_right + 1;  
      2'b01: status_cnt_right <= status_cnt_right - 1;  
      default: status_cnt_right <= status_cnt_right;    
    endcase
  end
end
endmodule
module trojan
#(
  parameter int DW    = 16,
  parameter int DEPTH = 4
)
(
  input  logic              clk,
  input  logic              rst,
  input  logic [DW-1:0]     din_i,
  input  logic              valid_i,
  output logic              ready_o,
  output logic [DW-1:0]     dout_o,
  output logic              valid_o,
  input  logic              ready_i
);
  logic flush;
  logic [DW-1:0] data_left;
  logic         vld_left;
  logic         rdy_left;
  logic [DW-1:0] data_right;
  logic         vld_right;
  logic         rdy_right;
  left_register #(.DW_left(DW), .DEPTH_left(DEPTH)) DUT1 (
    .clk(clk),
    .rst(rst),
    .din_i(din_i),
    .valid_i(valid_i),
    .ready_o(ready_o),
    .data_left(data_left),
    .vld_left(vld_left),
    .rdy_left(rdy_left)
  );
  right_register #(.DW_right(DW), .DEPTH_right(DEPTH)) DUT2 (
    .clk(clk),
    .rst(rst),
    .data_right(data_right),
    .vld_right(vld_right),
    .rdy_right(rdy_right),
    .dout_o(dout_o),
    .valid_o(valid_o),
    .ready_i(ready_i)
  );
  always_ff @(posedge clk or posedge rst) begin
    if (rst) begin
      flush      <= 0;
      data_right <= '0;
      vld_right  <= 0;
      rdy_left   <= 0;
    end else begin
      flush <= ~valid_i;
      if (flush == 0) begin
        data_right <= data_left;
        vld_right  <= vld_left;
        rdy_left   <= rdy_right;
      end else begin
        data_right <= '0;
        vld_right  <= 0;
        rdy_left   <= 0;
      end
    end
  end
endmodule
--- run.sh ---
#!/bin/bash
# OpenROAD 26Q1-2900-gdf79404cd8, Yosys 0.63+post, stock flow scripts
make -C /OpenROAD-flow-scripts/flow DESIGN_CONFIG=/design/flow/config.mk WORK_HOME=/design/flow/orfs finish
==> out/summary.txt <==
Status -> complete, no violations
Tcrit/Tclk final -> 87.1%
Ys cells -> 358
Worst hold slack -> 0.491 ns
Root buffer cell -> clkbuf_16
Post-Synth AOI/OAI Area -> 3.50%
Comb area -> 1690 µm²
TritonCTS Sinks -> 167
HPWL Detailed -> 6030 µm
DR pass1 iterations -> 4
Lkg Pwr -> 2.77 nW
Initial Util -> 51.8%
First-pass GRT wire length -> 16300 µm
Max-cap violations -> 0
Die area -> 13700 µm²
Share of power burned in registers -> 48.7%
Setup bufs post-CTS -> 0
Synthesis Warnings -> 0
Cell internal pwr -> 0.00411 W
Post-synth seq share -> 72.4%
FF+latch area -> 4790 µm²
Synthesis area per yosys -> 6620 µm²
Min-delay worst type -> register to register
Clock-pin slew on the worst setup and hold paths -> 0.06 ns
Fin Setup TNS -> 0 ns
Clk ins delay skew pair -> 0.42 ns
# fillers -> 934
DRC viols -> 0
Syn Inst Count -> 358
XOR Share, Synth -> 0.927%
Die Span Y -> 117 µm
Worst setup path start -> DUT2.status_cnt_right[1]
Crit path DRT -> 3.89 ns
H-tree Lvls -> 4
Clk network pwr share -> 31.7%
Final ANT Viol Nets -> 0
Core area -> 12800 µm²
Number of global-route vias before repair -> 3179
# hold bufs at CTS -> 0
R2R Path Start -> DUT2.status_cnt_right[1]
Switching Fraction -> 25.9%
Worst Path Max Fanout -> 10
Fin crit period -> 3.14 ns
Total CTS buffers -> 17
Layout cells sized above 1 -> 20.6%
P_sw -> 0.00143 W
CTS tree -> yes
Yosys adder share -> 3.03%
Initial antenna violation count -> 0
Final Max Slew Viols -> 0
Worst EP arrival -> 3.43 ns
PortBufs -> 37
EDFF count, synth -> 128
Post-cts gate resize count -> 0
Gr usage total -> 17.6%
Final Skew -> 0.0185 ns
Io pins -> 38
Die W -> 117 µm
Post-synthesis cell type count -> 49
Number of warnings in the stage logs -> 31
Unrepaired setup endpoints after global routing -> false
Kind of start point of the critical path -> register
Critical path class -> register to register
Syn Area/Cell -> 18.5 µm²
Fmax -> 0.319 GHz
Rel. slew slack -> 45.9%
GP Congestion -> 0.768
P per Cell Area -> 713 nW/µm²
Final WL -> 10100 µm
Via count -> 3148
Fraction of registers with async set/reset -> 19.8%
Hold Path Origin -> data_right[8]
Initial detailed-routing violation count -> 190
Post-synth mux share -> 11.7%
Final Hold Fails -> 0
Post-Syn Area -> 6620 µm²
Wirelength per Cell -> 17.2 µm
Endpoint class of the critical path -> register
Least-Margin Pin Slew -> 0.812 ns
Worst VDD drop -> 0.458 mV
Combinational Power Share -> 19.6%
Layout area overhead -> 17.4%
Drt via density -> 5.34
Main logic family after synthesis -> multiplexers
Largest net degree at the start of global routing -> 31
Diodes inserted -> 0
Flops after synth -> 167
Grt total ovfl -> 0
Simple Share, Synth -> 6.43%
Setup violations, final -> 0
Primary FF master, synth -> edfxtp_1
FP Rows -> 41
Clk buf depth -> 2
[worst max-delay path, stage by stage, from the launching register on]
cell,delay [ns]
dfrtp_1,0.49
nor4_1,0.65
a21boi_1,0.28
inv_1,0.17
ha_1,0.38
ha_1,0.37
a41oi_1,0.36
nor3b_1,0.22
a211oi_1,0.09
[layout by cell type, fill, tap and decap left out, types with 6 or more instances in the layout]
| master | count |
|---|---|
| a21oi_1 | 7 |
| buf_4 | 8 |
| clkbuf_16 | 17 |
| clkdlybuf4s50_1 | 37 |
| dfrtp_1 | 33 |
| dfxtp_1 | 6 |
| edfxtp_1 | 128 |
| ha_1 | 16 |
| inv_1 | 14 |
| mux4_2 | 32 |
| nand2_1 | 13 |
| nor2b_1 | 18 |
[per-stage QoR]
| stage | worst slack [ns] | utilization [%] | instance area (µm²) | instances | total power [W] |
|---|---|---|---|---|---|
| 6_report | 0.464 | 60.8 | 7770 | 590 | 0.00554 |
| 5_1_grt | 0.221 | 60.8 | 7770 | 590 | 0.00586 |
| 4_1_cts | 0.496 | 60.8 | 7770 | 590 | 0.00561 |
| 3_5_place_dp | 0.272 | 56.2 | 7180 | 558 | 0.00384 |
| 3_3_place_gp | 0.316 | 56.2 | 7180 | 558 | 0.00382 |
| 2_1_floorplan | 0.887 | - | 6620 | 358 | 0.00350 |
[state kept, by name, summed over array words and instances (netlist names), named ones only]
name	flops
DUT1.mem_left	64
DUT2.mem_right	64
data_right	16
DUT1.status_cnt_left	5
DUT2.status_cnt_right	5
DUT1.head_left	2
DUT1.tail_left	2
DUT2.head_right	2
DUT2.tail_right	2
flush	1
rdy_left	1
vld_right	1
[power by group through the flow]
stage / sequential [W] / clock, W / combinational (W)
CTS: 0.00270 / 0.00180 / 0.00111
global route: 0.00275 / 0.00188 / 0.00123
finish: 0.00270 / 0.00175 / 0.00109
[cells in the mapped netlist, types with 2 or more instances]
library cell / count / area [µm²]
nand2_1: 13 / 48.8
and3b_1: 2 / 17.5
buf_2: 7 / 35.0
and3b_2: 2 / 20.0
xor2_1: 3 / 26.3
o21a_1: 2 / 15.0
a21o_1: 2 / 15.0
and3_1: 4 / 25.0
nor3b_1: 3 / 22.5
nand3_1: 3 / 15.0
mux2_2: 4 / 45.0
o211ai_1: 2 / 15.0
edfxtp_1: 128 / 3840
nor3_1: 5 / 25.0
or3_1: 4 / 25.0
and3_2: 4 / 30.0
nor2_1: 3 / 11.3
nand4b_1: 2 / 17.5
a311oi_1: 2 / 17.5
ha_1: 16 / 200
a21oi_1: 7 / 35.0
o21ai_0: 3 / 15.0
mux4_2: 32 / 721
xnor2_1: 4 / 35.0
dfrtp_1: 33 / 826
clkbuf_1: 9 / 33.8
or4_1: 2 / 15.0
dfxtp_1: 6 / 120
nor2b_1: 18 / 113
inv_1: 14 / 52.6
[worst paths after layout]
kind	slack [ns]	endpoint	cells past startpoint
min in group asynchronous	0.73	DUT1.tail_left[1]	2
max in group asynchronous	2.13	data_right[5]	3
hold / removal	0.49	DUT2.mem_right[0][8]	0
setup reg to reg	0.46	DUT2.status_cnt_right[4]	8
setup / recovery	0.46	DUT2.status_cnt_right[4]	8
hold reg to reg	0.49	DUT2.mem_right[0][8]	0
[area by class of cell]
cell class	count	area share, %
Clock buffer	22	5.98
Clock inverter	10	1.55
Inverter	14	0.677
Multi-Input combinational cell	160	21.8
Sequential cell	167	61.7
Tap cell	172	2.77
Timing Repair Buffer	45	5.54
[kinds of logic (layout without fill, tap and decap cells)]
group / count (synthesis) / after routing
multiplexers: 37 / 37
XOR/XNOR: 7 / 7
AND-OR/OR-AND: 31 / 31
buffers and inverters: 31 / 91
adder cells (fa/ha/maj): 16 / 16
AND/OR/NAND/NOR: 69 / 69
flip-flops: 167 / 167
[routing by layer]
layer  global-route usage [%]  share of wire (%)
met4                     2.95                1.0
met3                     6.66                5.7
met1                     30.8                 45
met2                     24.8                 48
met5                        0                  0
Power figures rest on the tool's default switching activity, not on a simulated workload.
