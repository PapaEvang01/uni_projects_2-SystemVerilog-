File: config.mk
export PLATFORM = sky130hd
export DESIGN_NAME = network_switch
export DESIGN_NICKNAME = network_switch
export VERILOG_FILES = /design/flow/design.v
export SDC_FILE = /design/flow/constraint.sdc
export NUM_CORES = 4
export LEC_CHECK = 1
export CORE_AREA = 10 10 78 78
export DIE_AREA = 0 0 88 88
export SYNTH_HDL_FRONTEND = slang
File: constraint.sdc
current_design network_switch

set clk_period 11.0
set clk_io_pct 0.2

create_clock -name clk0 -period $clk_period

set non_clock_inputs [all_inputs -no_clocks]
set_input_delay [expr $clk_period * $clk_io_pct] -clock clk0 $non_clock_inputs
set_output_delay [expr $clk_period * $clk_io_pct] -clock clk0 [all_outputs]
File: design.v
module network_switch(
  input  logic [3:0] R,               
  input  logic [31:0] D [3:0],        
  output logic [31:0] out             
);
  logic [1:0] selected_index;         
  integer i;
  int count;                          
  always_comb begin
    count = 0;
    selected_index = 0;
    for (i = 0; i < 4; i++) begin
      if (R[i]) begin
        selected_index = i;
        count++;
      end
    end
    if (count == 1)
      out = D[selected_index];
    else
      out = 32'b0;   
  end
endmodule
File: run.sh
#!/bin/bash
# OpenROAD 26Q1-2900-gdf79404cd8, Yosys 0.63+post, stock flow scripts
make -C /OpenROAD-flow-scripts/flow DESIGN_CONFIG=/design/flow/config.mk WORK_HOME=/design/flow/orfs finish
==> changes_impl.md <==
### Changed

* Vias per cell at 5.35
* CLK BUF at 0
* Final WL at 6890 um
* Yosys cell count at approximately 130
* Commonest non-fill, non-tap cell in the layout: clkdlybuf4s50_1
* Fin area at around 2700 um^2
* Beginning of the critical path: R[1]
* Hold Buf Count CTS at 0
* Post-Syn Area at roughly 1100 um^2
* N_diodes at 0
* Largest net degree at the start of global routing at 37
* Die width at between 80 and 90 um
* Synth-to-layout area growth at 152%
* Ratio of cells with drive above 1 in the final layout at between 6 and 7%
* Core ar. at approximately 4400 um^2
* Post-synth seq share at 0%
* First-pass GRT wire length at roughly 11000 um
* Final Hold Slack at 5.53 ns
* Distinct lib cells used at 19
* Worst setup SP type: primary input
* Crit Path Category: primary input to primary output
* Die height at roughly 88 um
* Initial antenna violation count at 0
* Yosys stat area at between 1000 and 1500 um^2
* Leak pwr at ~0.94 nW
* I/O pin cnt at around 160
* FP Core Util at between 20% and 30%
* 1st-pass router iterations at 5
* Antenna-violating nets left at 0
* Slew Viols, Final at 0
* Placed instance area at between 2000 and 3000 um^2
* Yosys warnings at 0
* Fmax at about 0.13 GHz
* Most frequent cells in the layout: clkdlybuf4s50_1 (164), a222oi_1 (32), nor3_1 (32)
* Total gr overflow at 0
* Critical path capture point type: primary output
* Port bufs at 164
* RSZ-0062 raised after global routing: false
* Tool Warnings at 34
* Critical Path AT at 5.72 ns
* Pwr Density at between 40 and 50 nW/um^2
* Avg Inst Size Synth at a little over 8 um^2
* Critical Path RT at roughly 9 ns
* HPWL Detailed at around 5700 um
* Hold Vio Cnt, Final at 0
* Slew @ Worst Pin at around 0.77 ns
* Chip Area at 7740 um^2
* VDD IR max at approximately 0.027 mV
* Post-cts resize count at 0
* Sum Neg Setup Slack at 0 ns
* Status: complete, no violations
* Hold Crit Class: primary input to primary output
* RD Place Congestion at slightly below 0.8
* DRC Markers at 0
* Critical path endpoint: out[6]
* Post-CTS Setup Bufs at 0
* Number of setup violations in the final report at 0
* Tot GR Track Use at roughly 17%
* Final period util at a little under three quarters
* Vias in the first global route at about 1900
* Via count at 1787
* Post-layout util at between 60 and 70%
* Max-slew headroom at between 40% and 50%
* Initial DRC count at ~150
* Min Clock Period, post-route at just under 8 ns
* Rows at 24
* Routed len/inst at around 21 um
* Crit-path max FO at 34
* Hold depth at 4
* Syn Inst Count at about 130
* Registers at 0
* Max_cap viols at 0
* Storage element area at 0 um^2
-- metrics by stage --
| stage | power [mW] | setup WS, ns | instances |
|---|---|---|---|
| after detailed placement | 0.116 | 3.06 | 334 |
| after floorplan | 0.0435 | 4.22 | 134 |
| final | 0.114 | 3.08 | 334 |
| after global routing | 0.126 | 2.82 | 334 |
| after CTS | 0.116 | 3.05 | 334 |
| after global placement | 0.115 | 3.09 | 334 |
-- cells in the mapped netlist, drive strengths merged --
cell / number / area [um^2]
nand2: 2 / 7.51
ha: 3 / 37.5
nand3: 1 / 5.00
clkbuf: 16 / 60.1
and2: 1 / 6.26
nor2b: 1 / 6.26
or2: 2 / 12.5
xor2: 2 / 17.5
buf: 5 / 50.0
inv: 2 / 7.51
nor2: 1 / 3.75
nor3: 32 / 160
mux2: 32 / 360
a222oi: 32 / 320
mux4: 1 / 22.5
nand2b: 1 / 6.26
-- worst max-delay path, cell delays in order --
cell and delay, ns:
clkdlybuf4s50_1 0.45, buf_4 0.38, inv_1 0.09, ha_1 0.33, xor2_1 0.18, ha_1 0.31, or2_1 0.20, mux4_2 0.75
nor3_1 0.31, clkdlybuf4s50_1 0.51
-- metal layers --
metal / GRT usage [%] / vias to the layer above / part of all wire (%)
li1: - / 874 / -
met1: 18.3 / 801 / 35
met2: 29.8 / 108 / 50
met3: 8.51 / 4 / 15
met4: 1.16 / 0 / 0.64
met5: 0 / - / 0
-- cell families after synthesis --
family | share of synthesized area, %
compound gates | 29.6
xor+xnor | 1.62
fa+ha+maj | 3.46
buf+inv | 10.9
mux | 35.3
simple gates | 19.2
-- final cells by class --
| type | count | area (um^2) |
|---|---|---|
| Timing Repair Buffer | 169 | 1680 |
| Fill cell | 397 | 1680 |
| Multi-Input combinational cell | 111 | 978 |
| Inverter | 2 | 7.51 |
| Tap cell | 52 | 65.1 |
-- where the power goes --
group / internal, mW / switching (mW)
clock: 0 / 0
combinational: 0.0781 / 0.0363
sequential: 0 / 0
total: 0.0781 / 0.0363
-- worst min-delay path by stage --
stage / start / end / slack [ns]
after CTS: D[86] / out[22] / 5.54
after global routing: D[86] / out[22] / 5.58
final: D[86] / out[22] / 5.53
No activity file was given, so power comes from the tool's default toggle rates.
